File: run.sh
#!/bin/bash
# OpenROAD 26Q1-2900-gdf79404cd8, Yosys 0.63+post, stock flow scripts
make -C /OpenROAD-flow-scripts/flow DESIGN_CONFIG=/design/flow/config.mk WORK_HOME=/design/flow/orfs finish
File: config.mk
export PLATFORM = sky130hd
export DESIGN_NAME = PX_RAM_SP
export DESIGN_NICKNAME = PX_RAM_SP
export VERILOG_FILES = /design/flow/design.v
export SDC_FILE = /design/flow/constraint.sdc
export NUM_CORES = 4
export LEC_CHECK = 1
export CORE_AREA = 10 10 104 104
export DIE_AREA = 0 0 114 114
File: constraint.sdc
current_design PX_RAM_SP

set clk_period 2.1
set clk_io_pct 0.2

create_clock -name clk0 -period $clk_period [get_ports {clk}]

set non_clock_inputs [all_inputs -no_clocks]
set_input_delay [expr $clk_period * $clk_io_pct] -clock clk0 $non_clock_inputs
set_output_delay [expr $clk_period * $clk_io_pct] -clock clk0 [all_outputs]
File: design.v
module PX_RAM_SP #(
    parameter   DATA_WIDTH  =   8,
    parameter   ADDR_WIDTH  =   1
)(
    input  wire                     clk      ,
    input  wire                     rst_n    ,
    input  wire                     ena      ,
    input  wire                     wen      ,
    input  wire  [ADDR_WIDTH-1:0]   addr     ,
    input  wire  [DATA_WIDTH-1:0]   data_in  ,
    output wire  [DATA_WIDTH-1:0]   data_out
);
    localparam DATA_DEPTH = 2**ADDR_WIDTH;
    reg  [DATA_WIDTH-1:0]   spram   [DATA_DEPTH-1:0];
    always @(posedge clk) begin
        if(ena && wen) begin
            spram[addr] <= data_in;
        end
    end
    always @(posedge clk or negedge rst_n) begin
        if(!rst_n) begin
            data_out <= {DATA_WIDTH{1'b0}};
        end
        else if(ena && (!wen)) begin
            data_out <= spram[addr];
        end
    end
endmodule
==> CHANGELOG.md <==
### Metrics

* Synth cell types at 9
* Initial DRC count at 17
* Die area at 13,000 sq um
* WP depth at 1
* Status: completed
* Worst setup path class: reg2out
* Warnings from Yosys at 3
* Setup_tns at 0 ns
* Hold_buf cts at 0
* CP delay by family, top: buffers and inverters
* Reg2Reg Depth at 2
* Fmax at 0.6469 GHz
* Iteration tally of the first detailed-router pass at 2
* Ports at 21
* Final setup margin at 0.5542 ns
* Final-layout fill cell count at 967
* Area leader share at 0.4993
* FP Util at 0.1109
* Share of layout cells above drive strength 1 at 0.3286
* Type of the tightest min-delay check: in2async
* GPL Wtd Cong at 0.6480
* Setup WS pre-CTS at 0.3043 ns
* Die Wd at 114 microns
* Leakage power at 0.5050 nW
* Row Count at 34
* CP cell instances: clkdlybuf4s50_1
* Post-DP HPWL at 1480 microns
* Max_cap viols at 0
* Die H at 114 microns
* WL final at 1738 microns
* Power Dens Cells at 809.7 nW/um^2
* Synthesized area per cell at 20.92 sq um
* Combinational Area at 262.8 sq um
* CTS max path bufs at 2
* Via density at 2.404
* Cell Area, Synth at 962.2 sq um
* Post-CTS Setup Bufs at 0
* CTS tree: done
* Core area at 8678 sq um
* Seq cells post-synth at 24
* Crit path capture type: output port
* H-Tree Depth at 1
* Yosys cell count at 46
* Num CTS Buffers at 3
* Final setup viols at 0
* First-pass GRT wire length at 2718 microns
* Post-synth top flop: edfxtp_1
* Tmin final at 1.546 ns
* Clock transition at path regs at 0.07 ns
* Initial antenna violation count at 0
* Ant. Diodes at 0
* Asr flop ratio synth at 0.3333
* CP max stage cell: clkdlybuf4s50_1
* Setup Skew at 0.003151 ns
* Largest net degree at the start of global routing at 15
* CP required at 1.68 ns
* Synth Seq Share at 0.7074
* Top cells, area: edfxtp_1 50%, mux2_4 25%, dfrtp_1 21%
* Number of enable flip-flop cells at 16
* Synthesized instance count at 46
* Warning total across the stage logs at 25
* Buf/Inv on CP at 1
* YS chip area at 962.2 sq um
* Port Buffer Count at 20
* Pins Over Slew Limit at 0
* DRC errors left at 0
* Post-synth top area cell: edfxtp_1
* Clk Tree Root Cell: clkbuf_8
* Startpoint types: register
* WL/cell at 9.764 microns
* Synth cell count leaders: 16 x edfxtp_1, 16 x mux2_4, 8 x dfrtp_1
* Vias in the first global route at 475
* Normalized max-slew margin at 0.7110
* Later-pin clock latency in the skew report at 0.26 ns
* Register Area at 680.7 sq um
* DR vias at 428
* Post-CTS Resized at 0
* Final hold vios at 0
* Maximum VDD drop at 0.2394 mV
* Worst-Margin Slew at 0.4335 ns
* CP max stage delay at 0.50 ns
* Clk sinks at 24
* Post-DRT Antenna Nets at 0
* Total grt overflow at 0
* Period Utilization, post-route at 0.7361
* Worst Path Arrival at 1.13 ns
* RSZ-0062 raised after global routing: false
* Gr usage total at 0.02702
* CP max FO at 2
* Layout area overhead at 41.87%
* Hold slack at 0.4323 ns
## final cells by class
type                            count  area share
Sequential cell                    24      0.4986
Clock inverter                      1     0.02200
Tap cell                          108     0.09899
Multi-Input combinational cell     20      0.1925
Clock buffer                        3     0.03025
Timing Repair Buffer               22      0.1577
## through the flow
step           cell area, sq um  instances    util  power (mW)
2_1_floorplan             962.2         46       -      0.6382
3_3_place_gp               1294        174  0.1491      0.7349
3_5_place_dp               1294        174  0.1491      0.7378
4_1_cts                    1365        178  0.1573       1.122
5_1_grt                    1365        178  0.1573       1.155
6_report                   1365        178  0.1573       1.105
## cells by family after synthesis
group,synth area share
buffers and inverters,0.01951
DFF,0.7074
muxes,0.2497
and+or+nand+nor,0.02341
## flip-flops by register name (all words and copies together), names as in the netlist
name	flops
data_out	8
spram	16
## placed cells by master, fill, tap and decap left out
cell / netlist / layout
clkdlybuf4s50_1: 0 / 20
edfxtp_1: 16 / 16
buf_4: 1 / 2
and2b_1: 1 / 1
nand2_1: 1 / 1
dfrtp_1: 8 / 8
mux2_4: 16 / 16
nor2_1: 1 / 1
and3_2: 1 / 1
bufinv_16: 0 / 1
clkbuf_8: 0 / 3
## per-layer routing
layer / wire length (microns) / track usage
met1: 886 / 0.03779
met2: 577 / 0.03151
met3: 274 / 0.02286
met4: 0 / 0.002506
met5: 0 / 0
## power by group
| part | total [mW] | switching [mW] | internal, mW |
|---|---|---|---|
| logic | 0.152 | 0.0359 | 0.116 |
| clock network | 0.383 | 0.129 | 0.254 |
| registers | 0.570 | 0.0224 | 0.548 |
| total | 1.11 | 0.187 | 0.918 |
## path summary, 6_finish.rpt
path | slack (ns) | end | from
worst max-delay path | 0.55 | data_out[1] | data_out[1]
worst min-delay path | 0.43 | data_out[6] | rst_n
worst max register to register | 1.09 | data_out[4] | spram[0][4]
worst min register to register | 0.53 | data_out[3] | data_out[3]
max in group asynchronous | 1.42 | data_out[0] | rst_n
min in group clk0 | 0.53 | data_out[3] | data_out[3]
No activity file was given, so power comes from the tool's default toggle rates.
