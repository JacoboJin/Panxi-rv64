### run.sh
#!/bin/bash
# OpenROAD 26Q1-2900-gdf79404cd8, Yosys 0.63+post, stock flow scripts
make -C /OpenROAD-flow-scripts/flow DESIGN_CONFIG=/design/flow/config.mk WORK_HOME=/design/flow/orfs finish
### config.mk
export PLATFORM = sky130hd
export DESIGN_NAME = PX_RAM
export DESIGN_NICKNAME = PX_RAM
export VERILOG_FILES = /design/flow/design.v
export SDC_FILE = /design/flow/constraint.sdc
export NUM_CORES = 4
export LEC_CHECK = 1
export CORE_UTILIZATION = 50
### constraint.sdc
current_design PX_RAM

set clk_period 52.4
set clk_io_pct 0.2

create_clock -name clk0 -period $clk_period [get_ports {clk}]

set non_clock_inputs [all_inputs -no_clocks]
set_input_delay [expr $clk_period * $clk_io_pct] -clock clk0 $non_clock_inputs
set_output_delay [expr $clk_period * $clk_io_pct] -clock clk0 [all_outputs]
### design.v
module PX_RAM #(
    parameter DATA_WIDTH = 8,
    parameter ADDR_WIDTH = 8
)(
    input  wire                     clk      ,
    input  wire                     wen      ,
    input  wire  [ADDR_WIDTH-1:0]   addr     ,
    input  wire  [DATA_WIDTH-1:0]   data_in  ,
    output reg   [DATA_WIDTH-1:0]   data_out
);
    localparam MEM_DEPTH = 2**(ADDR_WIDTH);
    reg  [DATA_WIDTH-1:0] mem [MEM_DEPTH-1:0];
    always @(posedge clk) begin
        if(wen) begin
            mem[addr] <= data_in;
            data_out <= data_in;
        end
        else begin
            data_out <= mem[addr];
        end
    end
endmodule
==> out/qor.txt <==
post-CTS clock slew at the launch and capture registers of the worst setup and hold paths -> 0.06 ns
critical path endpoint category -> output pin
Max transition margin -> 23.9%
Finish-stage setup viols -> 0
max-cap violation count -> 0
routability cong. -> 0.901
crit path launch type -> register
Worst Hold Class -> input pin to register
most area-consuming cells after synthesis -> sky130_fd_sc_hd__edfxtp_1, sky130_fd_sc_hd__mux4_2, sky130_fd_sc_hd__mux2i_1
Setup Slack @ Placement -> 36.23 ns
CTS tree -> built
via count -> 38100
post-cts sizing count -> 0
DRC violation count after routing -> 0
achievable clock frequency -> 0.0592 GHz
power density over cell area -> 38.0 mW/mm^2
top register by number of flip-flops -> mem
worst setup slack after layout -> 35.51 ns
vias in the first global route -> 41900
I/O pin count -> 26
routed length per instance -> 31.9 um
worst stage delay on the critical path -> 0.79 ns
largest fanout on the critical path -> 82
leak pwr -> 27.4 nW
Synth Cell Area -> 0.0796 sq mm
post-synthesis async set-or-reset flop share -> 0%
library cell occupying the most area in the post-synthesis netlist -> sky130_fd_sc_hd__edfxtp_1
Port Buffer Count -> 25
number of antenna violations at the first check in global routing -> 8
Setup Total Neg Slack -> 0 ns
sequential element share of the synthesized area -> 77.5%
half-perimeter wire length after placement -> 118000 um
post-layout instance area -> 0.0889 sq mm
area growth from synthesis to layout -> 11.8%
yosys cell count -> 3733
Init Core Util -> 50.3%
per-cell via count in the routed design -> 6.19
Largest register FFs -> 2048
area after detailed placement -> 0.0825 sq mm
Crit path max-delay family -> buffers and inverters
library cell used as clock root buffer -> sky130_fd_sc_hd__clkbuf_16
post-synth area from yosys stat -> 0.0796 sq mm
number of flops mapped to enable cells by yosys -> 2048
number of buffer and inverter instances along the worst setup path -> 6
post-synth cell types -> 55
Arr. time, crit path -> 6.41 ns
critical path class -> register to output pin
most frequent cell after synthesis -> sky130_fd_sc_hd__edfxtp_1
remaining number of nets flagged by the antenna check after routing -> 0
slew at the pin with the worst max-slew slack -> 1.13 ns
Log Warnings -> 30
number of diodes added for antenna fixing -> 0
largest registers -> mem x2048
most common library cells after synthesis -> sky130_fd_sc_hd__edfxtp_1, sky130_fd_sc_hd__mux4_2, sky130_fd_sc_hd__nor2_1
total global routing overflow -> 0
height of the die -> 401 um
worst-case clock buffer depth -> 3
crit share post-route -> 32.2%
number of standard cells after synthesis -> 3733
largest net degree at the start of global routing -> 137
average cell area after synthesis -> 21.3 sq um
unrepaired setup endpoints after global routing -> no
detailed-router iteration count before antenna repair -> 5
most prevalent standard cell on the critical path -> sky130_fd_sc_hd__buf_4
share of cells above drive strength 1 -> 23.0%
TritonCTS Sinks -> 2056
core area -> 0.158 sq mm
number of design-rule violations left by the first detailed-router iteration -> 2406
clock period minus final worst setup slack -> 16.89 ns
cts-stage hold buffer count -> 0
CTS buffer count -> 203
Horiz. Die Dim -> 401 um
number of warning messages in the yosys log -> 1
result of the run -> finished clean
GRT Overall Usage -> 28.2%
top area contributor share -> 77.3%
Hold Vio Cnt, Final -> 0
critical path required time -> 41.92 ns
Chip Area -> 0.161 sq mm
count of final max-slew check failures -> 0
CP max stage cell -> sky130_fd_sc_hd__nor4_2
series of cell instances along the critical path -> buf_12 -> buf_4 -> buf_4 -> and2_1 -> a22oi_1 -> a21oi_1 -> nor3_1 -> buf_4 -> nor4_2 -> buf_4 -> clkdlybuf4s50_1
buffer count from post-CTS setup fixing -> 0
Max H-tree Level -> 4
standard-cell row count -> 146
post-synthesis sequential element count -> 2056
top_reg_cell synth -> sky130_fd_sc_hd__edfxtp_1
peak supply drop -> 34.4 uV
sum of routed wire length over all layers -> 196000 um
wire length of the first global-routing pass -> 287000 um
[cells in the final DEF, fill, tap and decap left out, drive strengths merged, types with 2 or more instances in the layout]
cell / n
and2: 6
nand3b: 2
o22a: 5
mux2i: 134
nand2b: 8
nand2: 33
or2: 4
buf: 186
nand3: 34
nor3: 22
o32ai: 5
o22ai: 28
nor2b: 31
clkinvlp: 3
o211ai: 10
nor4: 27
a2111oi: 5
clkdlybuf4s50: 17
o21ai: 12
a311oi: 2
dfxtp: 8
a21oi: 96
a221oi: 14
clkinv: 89
bufinv: 17
a31oi: 2
edfxtp: 2048
clkbuf: 256
mux4: 456
o221ai: 47
a22o: 8
a22oi: 133
and3b: 2
a211oi: 16
nor2: 282
nand4: 10
inv: 8
[routing by layer]
layer	GRT usage [%]	part of all wire [%]
met1	40.2	34
met3	19.7	16
met2	39.8	47
met4	5.75	2.6
met5	0.773	0.12
[kinds of logic after synthesis]
group | count (synthesis) | synth area share [%]
muxes | 591 | 14.6
AOI/OAI and AO/OA | 385 | 3.42
DFF | 2056 | 77.5
and+or+nand+nor | 466 | 2.63
buffers and inverters | 235 | 1.83
[report_power, final]
group | internal, W | total (W) | switching (W)
logic | 0.0000559 | 0.000160 | 0.000104
registers | 0.00181 | 0.00182 | 0.00000422
clock network | 0.000803 | 0.00140 | 0.000601
total | 0.00267 | 0.00338 | 0.000709
[final timing paths]
kind,slack [ns],cells after the start,startpoint,endpoint
max,35.51,11,register,data_out[7]
min,10.07,1,data_in[5],mem[72][5]$_DFFE_PP_
[final cells by class]
| type | count | area (sq um) |
|---|---|---|
| clock buffer | 256 | 5340 |
| clock inverter | 115 | 1060 |
| fill | 11500 | 69300 |
| inverter | 2 | 7.51 |
| multi-input combinational | 1442 | 16500 |
| sequential | 2056 | 61700 |
| tap | 2072 | 2590 |
| timing repair buffer | 203 | 1720 |
[per-stage QoR]
stage	total power (W)	cells	hold WS (ns)	utilization, %
after detailed placement	0.00201	5775	10.92	52.2
after CTS	0.00341	6146	10.04	56.2
after global routing	0.00348	6146	10.06	56.2
after floorplan	0.00194	3733	10.51	-
after global placement	0.00201	5774	10.92	52.2
final	0.00338	6146	10.07	56.2
Power is estimated from default activity; no workload was simulated.
